===== flow/run.sh =====
#!/bin/bash
# OpenROAD 26Q1-2900-gdf79404cd8, Yosys 0.63+post, stock flow scripts
make -C /OpenROAD-flow-scripts/flow DESIGN_CONFIG=/design/flow/config.mk WORK_HOME=/design/flow/orfs finish

===== flow/config.mk =====
export PLATFORM = sky130hd
export DESIGN_NAME = NPC
export DESIGN_NICKNAME = NPC
export VERILOG_FILES = /design/flow/design.v
export SDC_FILE = /design/flow/constraint.sdc
export NUM_CORES = 4
export LEC_CHECK = 1
export CORE_AREA = 10 10 119 119
export DIE_AREA = 0 0 129 129

===== flow/constraint.sdc =====
current_design NPC

set clk_period 18.9
set clk_io_pct 0.2

create_clock -name clk0 -period $clk_period

set non_clock_inputs [all_inputs -no_clocks]
set_input_delay [expr $clk_period * $clk_io_pct] -clock clk0 $non_clock_inputs
set_output_delay [expr $clk_period * $clk_io_pct] -clock clk0 [all_outputs]

===== flow/design.v =====
`timescale 1ns / 1ps
module NPC(
    input clk,
    input branch,
    input jump,
    input jump_r,
    input [31:0] PC,
    input [31:0] imm,   
    input [25:0] J_Index,
    input [31:0] RD,
    output [31:0] PC4,
    output [31:0] nPC
);
    assign PC4=PC+4;
    wire [31:0]j_addr={PC4[31:28],J_Index,2'b00};
    wire [31:0]b_addr=PC4+imm;
    assign nPC=(branch==1)?b_addr:
               (jump==1)?j_addr:
               (jump_r==1)?RD:PC4;
endmodule  

==> results_tabular.tex <==
% Synthesis and place-and-route results
\begin{tabular}{lr}
\hline
Metric & Value \\
\hline
\multicolumn{2}{l}{\textbf{Worst hold path}} \\
Classification of the worst-slack hold path & input port to output pin \\
\multicolumn{2}{l}{\textbf{Yosys}} \\
Top logic cell family in the synthesized netlist & AND-OR/OR-AND gates \\
Leading area contributor after synthesis & sky130\_fd\_sc\_hd\_\_ha\_1 \\
Number of warning messages in the yosys log & 0 \\
Mapped Avg Cell Area & 6.81 um\^{}2 \\
Share of the synthesized netlist area taken by xor and xnor gates & 0.133 \\
Most instantiated library cell after synthesis & sky130\_fd\_sc\_hd\_\_a21oi\_1 \\
Leading post-synthesis cells by cell area & sky130\_fd\_sc\_hd\_\_ha\_1 (15\%), sky130\_fd\_sc\_hd\_\_mux2i\_1 (9.3\%), sky130\_fd\_sc\_hd\_\_xnor2\_1 (8.9\%), sky130\_fd\_sc\_hd\_\_a21oi\_1 (6.8\%), sky130\_fd\_sc\_hd\_\_a211oi\_1 (4.9\%) \\
Compound Share, Synth & 0.303 \\
Synth mux share & 0.107 \\
Cell Area, Synth & 0.00323 mm\^{}2 \\
Sequential share of the synthesized area & 0 \\
Yosys top cell area share & 0.151 \\
Post-synthesis share of cell area spent on and, or, nand and nor gates & 0.243 \\
Adder Area Share & 0.157 \\
Distinct cell type count of the synthesized netlist & 53 \\
Total cell area reported by yosys after synthesis & 0.00323 mm\^{}2 \\
Count of mapped cells out of synthesis & 475 \\
Cell types with the highest counts after synthesis & sky130\_fd\_sc\_hd\_\_a21oi\_1 (44), sky130\_fd\_sc\_hd\_\_ha\_1 (39), sky130\_fd\_sc\_hd\_\_nor2\_1 (39) \\
Yosys Instances & 475 \\
\multicolumn{2}{l}{\textbf{Setup path}} \\
Critical path endpoint category & output pin \\
Startpoint types & input port \\
Standard cell with the maximum stage delay on the critical path & sky130\_fd\_sc\_hd\_\_nor4\_1 \\
CP Data Arrival Time & 8550 ps \\
Most numerous cell on the critical path & sky130\_fd\_sc\_hd\_\_clkdlybuf4s50\_1 \\
Series of cell instances along the critical path & clkdlybuf4s50\_1 -> nand4\_2 -> nor4\_1 -> xnor2\_1 -> ha\_1 -> a21o\_1 -> a21oi\_1 -> o21ai\_0 -> a221o\_1 -> or3b\_2 -> o211ai\_1 -> a41oi\_1 -> o31ai\_1 -> clkdlybuf4s50\_1 \\
Crit Path Max Fanout & 5 \\
CP required & 15120 ps \\
Kind of critical path & input port to output pin \\
Slowest stage delay, CP & 750 ps \\
\multicolumn{2}{l}{\textbf{Finish}} \\
Clkbuf count & 0 \\
Area added between synthesis and finish & 61.2\% \\
Total of fill cells in the finished design & 1174 \\
Number of sequential storage elements & 0 \\
Storage element area & 0 um\^{}2 \\
Layout cells sized above 1 & 0.0279 \\
\multicolumn{2}{l}{\textbf{Pwr}} \\
Overall power & 0.000147 W \\
Power density cells & 28.2 mW/mm\^{}2 \\
Peak supply drop & 0.0189 mV \\
P\_leak & 2.12 nW \\
\multicolumn{2}{l}{\textbf{Die}} \\
Die y size & 129 um \\
Core area & 0.0115 mm\^{}2 \\
Rows & 39 \\
\# IOs & 190 \\
Die area & 0.0166 mm\^{}2 \\
Die outline width & 129 um \\
Floorplan-stage core utilization & 0.281 \\
\multicolumn{2}{l}{\textbf{Run}} \\
OpenROAD warning count & 40 \\
Tally of max-capacitance violations & 0 \\
\multicolumn{2}{l}{\textbf{Timing}} \\
Number of max-slew violations in the final report & 0 \\
Final period utilization & 0.652 \\
Final Hold Viols & 0 \\
Final-layout setup total negative slack & 0 ps \\
Tightest Pin Transition & 809 ps \\
RSZ-0062 raised after global routing & false \\
Worst slew margin relative to its limit & 0.456 \\
Max Freq & 81.1 MHz \\
Setup violations, final & 0 \\
Post-layout min period & 12330 ps \\
\multicolumn{2}{l}{\textbf{Global routing}} \\
GR Overflow Total & 0 \\
Antenna violations before repair & 0 \\
GRT Total Usage & 0.157 \\
Largest net degree at the start of global routing & 54 \\
Wire length of the first global-routing pass & 21.5 mm \\
Vias in the first global route & 4073 \\
\multicolumn{2}{l}{\textbf{Detailed routing}} \\
DR DRC count & 0 \\
Initial DRT Pass Iterations & 5 \\
Routed vias/inst & 5.20 \\
ANT cells & 0 \\
Starting DRC count in detailed routing & 170 \\
Total number of vias & 4097 \\
Total wire length after detailed routing & 13.7 mm \\
Average wire per standard cell & 17.4 um \\
Post-route ant nets & 0 \\
\multicolumn{2}{l}{\textbf{Clocking}} \\
Post-CTS Resized & 0 \\
Hold buffer count at cts & 0 \\
Setup Fix Bufs, Post-CTS & 0 \\
\multicolumn{2}{l}{\textbf{Outcome}} \\
Status & finished, final reports clean \\
\multicolumn{2}{l}{\textbf{Placed design}} \\
Placer congestion estimate & 0.892 \\
DP Wirelength & 11.6 mm \\
Number of buffer cells added on primary ports & 189 \\
\hline
\end{tabular}
final timing paths:
path / from / endpoint / cells past startpoint
hold / removal: PC[0] / PC4[0] / 2
setup / recovery: PC[8] / nPC[30] / 14
metal layers:
layer  track usage  share of wire
met1         0.213           0.46
met2         0.258           0.45
met3        0.0438          0.086
met4       0.00334         0.0021
met5             0              0
where the power goes:
group / internal (W) / switching (W)
registers: 0 / 0
logic: 0.0000849 / 0.0000622
clock network: 0 / 0
per-stage QoR:
stage	cell area, um^2	hold WS, ps	cells	utilization	worst slack, ps
2_1_floorplan	3230	7580	475	-	8350
5_1_grt	5220	8480	788	0.453	6230
6_report	5220	8450	788	0.453	6570
3_5_place_dp	5220	8450	788	0.453	6570
3_3_place_gp	5220	8450	788	0.453	6560
4_1_cts	5220	8460	788	0.453	6520
cell type report:
cell class         instances  area (um^2)  area share
well taps                143          179      0.0343
multi-input cells        429         3050       0.584
repair buffers           192         1900       0.364
inverters                 24         90.1      0.0173
cell families (layout without fill, tap and decap cells):
kind of cell | after synthesis | after routing
multiplexers | 34 | 34
adder cells (fa/ha/maj) | 40 | 40
buffers and inverters | 46 | 216
XOR/XNOR | 49 | 49
AND/OR/NAND/NOR | 154 | 154
AND-OR/OR-AND | 152 | 152
placed cells by master (no fill, tap or decap), drive strengths merged, types with 21 or more instances in the layout:
cell type / count
a211oi: 21
a21oi: 44
clkdlybuf4s50: 186
ha: 39
inv: 24
mux2i: 30
nand2: 34
nand3: 23
nor2: 40
o21ai: 31
xnor2: 33
worst max-delay path, delay by kind of cell:
family                   cells  cell delay, ps
XOR/XNOR                     1             280
AND/OR/NAND/NOR              3            1470
AND-OR/OR-AND                7            1520
buffers and inverters        2            1090
adder cells (fa/ha/maj)      1             400
No activity file was given, so power comes from the tool's default toggle rates.
