==> design.v <==
`timescale 1ns / 1ps
module Digital_Tube #(parameter base=16'h7F38)
(
    input clk,
    input reset,
    input we,
    input [31:0] wd,
    output [31:0] RD,
    output [7:0] digital_tube2,
    output digital_tube_sel2,
    output [7:0] digital_tube1,
    output [3:0] digital_tube_sel1,
    output [7:0] digital_tube0,
    output [3:0] digital_tube_sel0
);
    localparam NEG  = 8'b11111110;
    localparam NONE = 8'b11111111;
    localparam DURING = 32'h1000;
    reg [31:0] data,
               count;
    wire [31:0] show = (data[31])? (~data + 1):     
                            data;
    reg [3:0] digital_tube_sel_state0,
              digital_tube_sel_state1;
    wire [3:0] digital_tube_content0,
               digital_tube_content1;
    assign RD = (reset)? 0:
                         data;
    assign digital_tube_sel0 = digital_tube_sel_state0;
    assign digital_tube_sel1 = digital_tube_sel_state1;
    assign digital_tube_sel2 = 1'b1;
     assign digital_tube_content0 = (digital_tube_sel_state0==4'b0001)?show[3:0]:
                                    (digital_tube_sel_state0==4'b0010)?show[7:4]:
                                    (digital_tube_sel_state0==4'b0100)?show[11:8]:
                                    (digital_tube_sel_state0==4'b1000)?show[15:12]:
                                                                       4'b0;
    assign digital_tube_content1 = (digital_tube_sel_state1==4'b0001)?show[19:16]:
                                   (digital_tube_sel_state1==4'b0010)?show[23:20]:
                                   (digital_tube_sel_state1==4'b0100)?show[27:24]:
                                   (digital_tube_sel_state1==4'b1000)?show[31:28]:
                                                                      4'b0;
    assign digital_tube2 = (data[31])? NEG:
                                       NONE;
    Digital_Tube_Selector _tube0_selector(
        .in(digital_tube_content0),
        .out(digital_tube0)
    );
    Digital_Tube_Selector _tube1_selector(
        .in(digital_tube_content1),
        .out(digital_tube1)
    );
    always @(posedge clk)
    begin
        if(reset)
            begin
                data<=0;
                digital_tube_sel_state0<=4'h0;
                digital_tube_sel_state1<=4'h0;
                count<=0;
            end
        else 
            begin
                if(count==DURING)
                    begin
                        count<=0;
                        case (digital_tube_sel_state0)
                            4'b0001: digital_tube_sel_state0<=4'b0010;
                            4'b0010: digital_tube_sel_state0<=4'b0100;
                            4'b0100: digital_tube_sel_state0<=4'b1000;
                            default: digital_tube_sel_state0<=4'b0001;
                        endcase
                        case (digital_tube_sel_state1)
                            4'b0001: digital_tube_sel_state1<=4'b0010;
                            4'b0010: digital_tube_sel_state1<=4'b0100;
                            4'b0100: digital_tube_sel_state1<=4'b1000;
                            default: digital_tube_sel_state1<=4'b0001;
                        endcase
                    end
                else
                    count<=count+1;
                if(we)
                    data <= wd;
            end
    end
endmodule  
module Digital_Tube_Selector(
    input [3:0] in,
    output [7:0] out
);
    localparam ZERO  = 8'b10000001;
    localparam ONE   = 8'b11001111;
    localparam TWO   = 8'b10010010;
    localparam THREE = 8'b10000110;
    localparam FOUR  = 8'b11001100;
    localparam FIVE  = 8'b10100100;
    localparam SIX   = 8'b10100000;
    localparam SEVEN = 8'b10001111;
    localparam EIGHT = 8'b10000000;
    localparam NINE  = 8'b10000100;
    localparam A     = 8'b10001000;
    localparam B     = 8'b11100000;
    localparam C     = 8'b10110001;
    localparam D     = 8'b11000010;
    localparam E     = 8'b10110000;
    localparam F     = 8'b10111000;
    assign out = (in==4'h0)?ZERO:
                 (in==4'h1)?ONE:
                 (in==4'h2)?TWO:
                 (in==4'h3)?THREE:
                 (in==4'h4)?FOUR:
                 (in==4'h5)?FIVE:
                 (in==4'h6)?SIX:
                 (in==4'h7)?SEVEN:
                 (in==4'h8)?EIGHT:
                 (in==4'h9)?NINE:
                 (in==4'hA)?A:
                 (in==4'hB)?B:
                 (in==4'hC)?C:
                 (in==4'hD)?D:
                 (in==4'hE)?E:
                 (in==4'hF)?F:
                            ZERO;
endmodule  
==> run.sh <==
#!/bin/bash
# OpenROAD 26Q1-2900-gdf79404cd8, Yosys 0.63+post, stock flow scripts
make -C /OpenROAD-flow-scripts/flow DESIGN_CONFIG=/design/flow/config.mk WORK_HOME=/design/flow/orfs finish
==> config.mk <==
export PLATFORM = sky130hd
export DESIGN_NAME = Digital_Tube
export DESIGN_NICKNAME = Digital_Tube
export VERILOG_FILES = /design/flow/design.v
export SDC_FILE = /design/flow/constraint.sdc
export NUM_CORES = 4
export LEC_CHECK = 1
export CORE_UTILIZATION = 50
==> constraint.sdc <==
current_design Digital_Tube

set clk_period 10.2
set clk_io_pct 0.2

create_clock -name clk0 -period $clk_period [get_ports {clk}]

set non_clock_inputs [all_inputs -no_clocks]
set_input_delay [expr $clk_period * $clk_io_pct] -clock clk0 $non_clock_inputs
set_output_delay [expr $clk_period * $clk_io_pct] -clock clk0 [all_outputs]
==> summary.txt <==
The run has ended; figures from its reports follow.

The highest metal layer used by the detailed router is met4. The average size of a mapped cell is 8.11 um^2. The horizontal die size came out at 97.8 um. The total of buffers placed on input and output ports came out at 89. The average wire per cell in the routed design is 14.2 um. The ratio of total power to cell area is 113 mW/mm^2. The DRC marker count from the first detailed-route iteration is 217.

The critical path required time came out at 8160 ps. The sum of routed wire segments on met1 came out at 5.28 mm. After clock tree synthesis, the flow added hold-fix buffers numbering 0.

Hold is met by 458 ps. The setup path with the least slack is of type reg -> out. At the pin with the least slew margin, the transition time is 788 ps. The count of fill cells added during filler insertion is 761.

The residual antenna-violating net count after detailed routing is 0. The async set-reset flop share out of synthesis is 0%. The sequential element share of the synthesized area is 31.4%. The area of all sequential standard cells is 0.00144 mm^2. TritonCTS built the clock tree. The cell with the most instances on the worst path is or4_1. The cell count after synthesis is 566. The layout report lists the multi-input gate area as 0.00291 mm^2. The type recorded for the worst min-delay path is reg -> reg. After synthesis, the design contains 566 cells according to Yosys.

The number of instances on the worst hold path came out at 1. The worst-case vdd ir drop came out at 0.0744 mV. The smallest clock period supported by the final layout is computed as 6300 ps.

The synthesized design contains 0 enable-type register cells. The minimum setup slack among reg-to-reg paths came out at 7490 ps. The count of inserted antenna diode cells is 0. Per the run summary, max-cap violations total 0.

The final standard cell area without fillers came out at 0.00571 mm^2. Setup repair after global routing left no endpoint under its margin. The met2 wire length is 4.67 mm. The count of cells resized by post-cts repair is 0. The number of warnings reported in the stage logs is 27. According to the timing report, the arrival time at the worst endpoint equals 4260 ps. Per the synth stats, the flop cell with the highest instance count is dfxtp_1. The number of H-tree branching levels came out at 3.

The worst-case reg-to-reg path depth is 8. The met3 routed wirelength is 659 um. The initial antenna violation count came out at 0. The final weighted congestion in routability-driven placement is 0.931.

The area of the chip came out at 0.00957 mm^2. The latest clock arrival within the worst-skew pair came out at 340 ps. The largest stage delay on the critical path came out at 770 ps.

The flow ran to the end, but the final reports show violations. The overall global routing resource usage came out at 23.2%. The core footprint came out at 0.00881 mm^2. The final reports fail on DRC. In this run, distinct cell masters in the synthesized netlist total 60.

Looking at the critical path, the single cell with the biggest stage delay is or4_1. The number of vias after detailed routing came out at 4133. The critical path maximum fanout is 11. The total of endpoints with negative setup slack in the final report is 0. The tree is rooted in a clkbuf_8. The final critical-path share of the clock period came out at 61.8%. The number of buffers and inverters on the critical path is 1. The path with the worst hold slack has its endpoint at count[0]$_SDFF_PP0_. The via count normalized by instance count is 5.50. The number of core rows is 34. CTS saw 72 sinks. The pin count of the biggest net entering global routing is 74. The maximum buffer depth of the clock tree is 2. After layout, the setup clock skew is reported as 13.0 ps. The instance area after placement is 0.00549 mm^2. The number of max-slew violations in the final report came out at 0.

Recorded from the global router log, the overflow total was 0. The number of global-route vias before repair came to 3571. The worst register-to-register path begins at count[2]$_SDFF_PP0_. The number of remaining DRC errors is 14.

The mapped cell area came out at 0.00459 mm^2. The post-CTS setup buffer count is 0. The highest clock rate is 159 MHz. The I/O pin count is 100.

Cells with a size suffix above 1 make up 7.14% of the layout. The core utilization at floorplan is 52.1%. The launch instance of the worst min-delay path is count[0]$_SDFF_PP0_. The vertical extent of the die is 97.8 um. The first global-routing pass estimated 17.8 mm of wire. After legalization and detailed placement, the total HPWL measured 7.66 mm. Counting the warning lines in the Yosys log gives 1. The design draws 0.000643 W. The number of buffers added by the clock tree synthesis step came out at 9. Listed in order, past its start point the critical path passes or4_1 -> or4_1 -> o31ai_1 -> xor2_1 -> a22oi_1 -> o21a_1 -> nor3b_1 -> a211o_1 -> clkdlybuf4s50_1. STA classifies the critical path startpoint as a flop. The area added between synthesis and finish is 24.5%. The number of failing hold endpoints at the final stage is 0. The tightest slew margin relative to the limit came out at 47.5%. The first detailed-routing pass took 46 iterations. The clock input transition at the sequential cells of the worst setup and hold paths came out at 80 ps. The wire length recorded after detailed routing is 10.7 mm. The standby leakage power is 2.17 nW. The cell class contributing the biggest share of worst-path delay is simple AND/OR/NAND/NOR gates. Summed over all failing endpoints, the final setup total negative slack is 0 ps. The synthesis-stage register bit count came out at 72. The worst register-to-register path ends at count[29]$_SDFF_PP0_.

The chip area line of the yosys report is 0.00459 mm^2. The worst setup path is captured at a primary output.
## cells by family (layout without fill, tap and decap cells)
kind of cell | after synthesis | after routing | synth area share [%]
other | 1 | 10 | 0.0817
xor gates and xnor gates | 55 | 55 | 10.5
and+or+nand+nor | 253 | 253 | 27.9
muxes | 46 | 46 | 10.1
DFF | 72 | 72 | 31.4
AOI/OAI and AO/OA | 78 | 78 | 13.3
buffers and inverters | 58 | 127 | 5.83
adders and majority gates | 3 | 3 | 0.818
## state kept, by name, summed over array words and instances (netlist names)
signal,flops
count,32
data,32
digital_tube_sel_state0,4
digital_tube_sel_state1,4
## power breakdown
part / total (W) / switching, W / internal [W]
clock network: 0.000251 / 0.000112 / 0.000139
logic: 0.0000903 / 0.0000432 / 0.0000471
registers: 0.000302 / 0.0000128 / 0.000289
total: 0.000643 / 0.000168 / 0.000476
## how the worst max path moves through the flow
stage / startpoint / end / slack [ps] / depth (start not counted)
4_1_cts: data[4]$_SDFFE_PP0P_ / digital_tube1[0] / 3890 / 9
6_report: data[4]$_SDFFE_PP0P_ / digital_tube1[6] / 3900 / 9
5_1_grt: data[4]$_SDFFE_PP0P_ / digital_tube1[6] / 3570 / 9
## Yosys cell counts (3+ instances only)
cell type  number  area, um^2
a211o_1         3        26.3
a21o_1          4        30.0
a21oi_1        10        50.1
a22oi_1         3        22.5
a31oi_1         3        18.8
and2_1          5        31.3
and3_1          7        43.8
buf_1           6        22.5
buf_2           4        20.0
buf_4          10        75.1
clkbuf_1       25        93.8
dfxtp_1        72        1440
ha_1            3        37.5
inv_1          12        45.0
mux2i_1        44         440
nand2_1        26        97.6
nand3_1        16        80.1
nand3b_1        5        37.5
nand4_1         6        37.5
nor2_1        104         390
nor2b_1        32         200
nor3_1         10        50.1
nor4_1         11        68.8
nor4b_1         8        70.1
o21ai_0        13        65.1
o22ai_1         5        31.3
o31ai_1        13        97.6
o41ai_1         4        35.0
or2_2           4        25.0
or3_1           3        18.8
or4_1           8        60.1
xnor2_1        22         193
xor2_1         33         289
## per-stage QoR
step           util (%)  setup WS (ps)  std cells
6_report           64.9           3900        752
5_1_grt            64.9           3570        752
4_1_cts            64.9           3890        752
3_5_place_dp       62.4           4270        736
3_3_place_gp       62.4           4340        736
2_1_floorplan         -           5010        575
## placed cells by master (no fill, tap or decap), types with 12 or more instances in the layout
| cell type | Yosys | final |
|---|---|---|
| nor2_1 | 104 | 104 |
| clkdlybuf4s50_1 | 0 | 87 |
| dfxtp_1 | 72 | 72 |
| mux2i_1 | 44 | 44 |
| xor2_1 | 33 | 33 |
| nor2b_1 | 32 | 32 |
| nand2_1 | 26 | 26 |
| xnor2_1 | 22 | 22 |
| nand3_1 | 16 | 16 |
| o31ai_1 | 13 | 13 |
| o21ai_0 | 13 | 13 |
| inv_1 | 12 | 12 |
## layer usage
layer  global-route usage, %  vias up
met5                       0        -
met4                    2.21        0
met1                    36.3     1863
met2                    35.7      151
li1                        -     2113
met3                    4.14        6
## final cells by class
cell class              count  area share (%)
clock buffers              10            2.23
clock inverters             6            1.64
inverters                  12           0.788
multi-input cells         445            51.0
flip-flops and latches     72            25.2
well taps                 108            2.37
repair buffers             99            16.7
## worst register-to-register path: cells and delay by family (launching register included)
family | cells | cell delay, ps
DFF | 1 | 400
xor gates and xnor gates | 1 | 170
and+or+nand+nor | 7 | 2000
Power and IR drop assume default switching activity.
