==> flow/design.v <==
`timescale 1ns / 1ps
module alu(
    input  [31:0] A,
    input  [31:0] B,
    input  [2:0]  ALUOp,
    output reg [31:0] C
    );
    always @(*) 
    begin
        case (ALUOp)
          0: C=A+B;
          1: C=A-B;
          2: C=A&B;
          3: C=A|B;
          4: C=A>>B;
          5: C=$signed(A)>>>B;
          default: C=0;
        endcase  
    end
endmodule
==> flow/run.sh <==
#!/bin/bash
# OpenROAD 26Q1-2900-gdf79404cd8, Yosys 0.63+post, stock flow scripts
make -C /OpenROAD-flow-scripts/flow DESIGN_CONFIG=/design/flow/config.mk WORK_HOME=/design/flow/orfs finish
==> flow/config.mk <==
export PLATFORM = sky130hd
export DESIGN_NAME = alu
export DESIGN_NICKNAME = alu
export VERILOG_FILES = /design/flow/design.v
export SDC_FILE = /design/flow/constraint.sdc
export NUM_CORES = 4
export LEC_CHECK = 1
export CORE_UTILIZATION = 30
==> flow/constraint.sdc <==
current_design alu

set clk_period 23.6
set clk_io_pct 0.2

create_clock -name clk0 -period $clk_period

set non_clock_inputs [all_inputs -no_clocks]
set_input_delay [expr $clk_period * $clk_io_pct] -clock clk0 $non_clock_inputs
set_output_delay [expr $clk_period * $clk_io_pct] -clock clk0 [all_outputs]
==> deck_impl_summary.md <==
Physical Implementation Snapshot

Floorplan
  – Core box area: 18700 um2
  – Site row count: 50
  – Die footprint: 19700 um2
  – I/O Pins: 99
  – Initial Util: 30.7%
  – Die W: 140 um
  – Die y size: 140 um

Critical path
  – CP Class: input pin to primary output
  – Worst Path Max Fanout: 20
  – Crit-path slowest cell: clkdlybuf4s50_1
  – Worst Setup Start Kind: input pin
  – WP data arrival: 10190 ps
  – CP max stage delay: 790 ps
  – CP required: 18880 ps
  – Cells along the critical path: clkdlybuf4s50_1 -> nor2_1 -> buf_4 -> nand2_1 -> o21ai_0 -> fa_1 -> nor2b_1 -> o2111ai_1 -> nand4_1 -> a21o_1 -> o22ai_1 -> o21ai_1 -> a41oi_1 -> mux2_2 -> o21ai_0 -> clkdlybuf4s50_1
  – Setup crit end kind: primary output

Route
  – Total number of vias: 7176
  – Wire per inst: 23.4 um
  – DRC: 0
  – TritonRoute pass-1 iters: 5
  – Antenna cells: 0
  – Number of DRC markers in iteration 0: 921
  – Final ANT Viol Nets: 0
  – Post-Route WL: 26300 um
  – Vias/cell: 6.38

GRT
  – Largest net degree at the start of global routing: 59
  – Antenna violations before repair: 0
  – GRT Util Overall: 26.7%
  – Grt ovf: 0
  – Vias in the first global route: 6501
  – First-pass GRT wire length: 39900 um

Yosys
  – Synth warn: 1
  – Cell Type Count: 71
  – Cell count in the Yosys report: 835
  – Synthesized area: 5740 um2
  – Yosys Chip Area: 5740 um2
  – Avg Cell Area, Syn: 6.87 um2
  – Seq share, synth: 0%
  – Mapped Cells: 835

Timing
  – Final setup TNS: 0 ps
  – Hold Vio Cnt, Final: 0
  – Final Cycle Share: 63.2%
  – Final setup violation count: 0
  – Actual slew at the worst max-slew pin: 796 ps
  – Max-slew violations: 0
  – Slew headroom: 46.1%
  – Unrepaired setup endpoints after global routing: no
  – Final hold slack: 10700 ps
  – Max Freq: 67.1 MHz
  – Crit path time final: 14910 ps

Final layout
  – Final-layout clock buffer total: 0
  – Area grow syn2layout: 19.7%
  – Filler cell count: 2000
  – Most instantiated logic cells after routing: 95 x clkdlybuf4s50_1, 88 x nor2_1, 85 x a21oi_1
  – Reg area: 0 um2
  – Most instantiated logic cell after routing: clkdlybuf4s50_1
  – Seq cells: 0
  – Fraction of layout cells with a size suffix above 1: 7.30%
  – Design area: 6870 um2
  – Logic area: 5400 um2

Placement
  – GPL Wtd Cong: 1.00
  – Dpl cell area: 6870 um2
  – Post-DP HPWL: 20700 um
  – # port buffers: 99

Hold path
  – Hold path endpoint: C[30]
  – Hold Startpoint: B[1]
  – Hold depth: 6
  – Worst Hold Class: input pin to primary output

Power
  – PnR Total Power: 0.180 mW
  – Leakage power: 2.55 nW
  – P per Cell Area: 26.2 nW/um2
  – Worst VDD drop: 0.0000135 V

Run status
  – Status: complete, no violations

Clock network
  – Post-CTS Setup Bufs: 0
  – CTS resizes: 0
  – Hold-fix buffers, CTS: 0

Run
  – Max-cap viol count: 0
  – Tool warning count: 34
==> cell usage after synthesis, drive strengths merged (6+ instances only) <==
cell type	number	area [um2]
a21oi	85	425
nor3	24	130
nor4	6	67.6
o22ai	8	50.1
maj3	24	240
buf	18	109
nor2	93	372
or3	6	37.5
nand3	9	45.0
a211oi	23	178
o31ai	9	67.6
and2	8	50.1
nand2b	7	43.8
o221ai	14	129
mux2i	49	490
a221oi	12	105
inv	15	56.3
o211ai	10	75.1
xor2	23	201
a31oi	15	93.8
nand2	67	251
a21o	19	143
o21ai	72	360
mux2	11	124
nor2b	7	43.8
xnor2	34	298
ha	34	425
a22oi	7	52.6
clkbuf	43	161
mux4	15	338
o41ai	6	52.6
==> stage by stage <==
stage               worst slack (ps)  instances  util [%]
global placement                8840       1125      36.7
global route                    8320       1125      36.7
finish                          8690       1125      36.7
floorplan                      10500        835         -
CTS                             8780       1125      36.7
detailed placement              8810       1125      36.7
==> metal layers <==
metal / vias to the layer above / share of wire, % / global-route usage, %
met3: 42 / 10 / 3.73
met5: - / 0 / 0
met4: 0 / 2.4 / 5.55
met2: 427 / 43 / 40.4
met1: 3401 / 44 / 40.2
li1: 3306 / - / -
==> cells by family (layout without fill, tap and decap cells) <==
kind of cell	Yosys count	in the layout	share of synthesized area [%]
fa+ha+maj	59	59	11.9
simple gates	251	251	21.5
buf+inv	78	134	5.82
xor+xnor	57	57	8.70
mux	75	75	16.6
compound gates	315	315	35.5
==> final cells by class <==
type,instances,share of cell area [%]
tap,234,4.26
inverter,17,0.929
multi-input combinational,757,78.7
timing repair buffer,117,16.1
==> how the worst max path moves through the flow <==
stage / depth (start not counted) / start / endpoint / slack [ps]
4_1_cts: 16 / ALUOp[2] / C[30] / 8780
5_1_grt: 17 / ALUOp[2] / C[30] / 8320
6_report: 16 / ALUOp[2] / C[30] / 8690
==> where the power goes <==
group          internal (mW)  switching, mW
Clock                      0              0
Combinational         0.0789          0.101
Sequential                 0              0
Total                 0.0789          0.101
==> worst max-delay path: cells and delay by family <==
kind | cells | cell delay, ps
simple gates | 4 | 1020
compound gates | 7 | 2290
buf+inv | 3 | 1500
fa+ha+maj | 1 | 300
mux | 1 | 360
No activity file was given, so power comes from the tool's default toggle rates.
