<file path="flow/run.sh">
#!/bin/bash
# OpenROAD 26Q1-2900-gdf79404cd8, Yosys 0.63+post, stock flow scripts
make -C /OpenROAD-flow-scripts/flow DESIGN_CONFIG=/design/flow/config.mk WORK_HOME=/design/flow/orfs finish
</file>
<file path="flow/config.mk">
export PLATFORM = sky130hd
export DESIGN_NAME = ALU
export DESIGN_NICKNAME = ALU
export VERILOG_FILES = /design/flow/design.v
export SDC_FILE = /design/flow/constraint.sdc
export NUM_CORES = 4
export LEC_CHECK = 1
export CORE_UTILIZATION = 30
</file>
<file path="flow/constraint.sdc">
current_design ALU

set clk_period 15.3
set clk_io_pct 0.2

create_clock -name clk0 -period $clk_period

set non_clock_inputs [all_inputs -no_clocks]
set_input_delay [expr $clk_period * $clk_io_pct] -clock clk0 $non_clock_inputs
set_output_delay [expr $clk_period * $clk_io_pct] -clock clk0 [all_outputs]
</file>
<file path="flow/design.v">
`timescale 1ns / 1ps
module ALU(
    input [31:0] SrcA,
    input [31:0] SrcB,
    input [3:0] ALUCtrl,
    output reg [31:0] ALURes,
    output Zero
);
    always @( * )
        begin
            case (ALUCtrl)
                4'b0000 : ALURes <= SrcA + SrcB;                     
                4'b0001 : ALURes <= SrcA - SrcB;                     
                4'b0010 : ALURes <= SrcA & SrcB;                     
                4'b0011  : ALURes <= SrcA | SrcB;                     
                4'b0100 : ALURes <= SrcA ^ SrcB;                     
                4'b0101 : ALURes <= ~(SrcA | SrcB);                  
                4'b0110 : ALURes <= SrcB << SrcA [4:0];            
                4'b0111 : ALURes <= $signed(SrcB) >>> SrcA[4:0];   
                4'b1000 : ALURes <= SrcB >> SrcA[4:0];             
                4'b1001 : ALURes <= {SrcB[15:0], 16'b0};           
                4'b1010  : ALURes <= $signed(SrcA) < $signed(SrcB);   
                4'b1011 : ALURes <= {1'b0,SrcA} < {1'b0,SrcB};             
                default : ALURes <= 0;
            endcase
        end
    assign Zero=(ALURes==0)?1'b1:1'b0;
endmodule  
</file>
==> out/metrics.csv <==
metric;value;unit
syn-instance-count;1429;
tightest_slew;1130;ps
globalRouteMet1Util;43.4;%
portBuffers;101;
warning_count;100;
die.size.y;184;um
min_path_type;input port to primary output;
n_sequential_cell;0;
run_status;finished, final reports clean;
max_freq;83.6;MHz
most_common_library_cell_in_the_layout_ignoring_fill_and_taps;sky130_fd_sc_hd__nand2_1;
final-seq-area;0;um^2
grt_busiest_layer;met2;
fin_crit;11960;ps
gp_congestion;1.05;
floorplan.rows;66;
hold_viol_final;0;
cts_hold_buffers;0;
initCoreUtil;30.5;%
total_leakage_power;4.42;nW
detailed_place.area;11200;um^2
finalMaxSlewViolations;0;
dp_hpwl;41100;um
post_route_cells_drive_above_1_share;9.54;%
end_kind;primary output;
synth.avg_cell_area;6.92;um^2
grt_util_met2;47.8;%
route.final.wire_length;53300;um
chipArea;33700;um^2
timing.critical_path.arrival;8900;ps
area_of_the_core;32500;um^2
yosysWarnings;1;
globalRoute.totalOverflow;0;
count_of_instances_resized_after_the_clock_tree_is_built;0;
grt_start_max_net_pins;62;
report.final.setup_viol;0;
setup_tns;0;ps
synth_stat.cells;1429;
crit_required;12240;ps
fin_area;11200;um^2
final_antenna_net_count;0;
initialDrtViolationCount;1396;
post-route-period-util;78.2;%
area_growth;13.6;%
floorplan.die.width;184;um
internal_power;0.000166;W
slew-limit-headroom;24.5;%
first_global_vias;11400;
critical_path.startpoint_type;input port;
yosys.area_share.xor_xnor;1.33;%
ir_drop;0.0000145;V
design.portCount;101;
grt_use_total;31.9;%
proportion_of_total_power_due_to_net_switching;61.1;%
clock_buffers;0;
yosys.area_share.adder;13.1;%
top_layout_cells;141 x sky130_fd_sc_hd__nand2_1, 126 x sky130_fd_sc_hd__nor2_1, 107 x sky130_fd_sc_hd__a21oi_1, 100 x sky130_fd_sc_hd__inv_1, 100 x sky130_fd_sc_hd__ha_1;
route.detailed.vias_per_inst;6.47;
grt_antenna_before_repair;2;
cts_setup_buffers;0;
drtPass1Iterations;6;
routed_wire_length_per_instance;28.2;um
synth_compound_gate_area_share;35.1;%
unrepaired_setup_endpoints_after_global_routing;no;
critical_path_peak_fanout;54;
worstSetupPathType;input port to primary output;
netlist_logic_family_top;AND-OR/OR-AND gates;
nFillCells;3509;
via_count;12200;
fin_total_pwr;0.000426;W
synthMuxAreaShare;19.8;%
drv_cap;0;
power-per-cell-area;37.9;nW/um^2
yosys_area;9890;um^2
switchingPower;0.000260;W
simple_gate_area_share;21.9;%
drc;0;
groute.layer.met3.usage;7.90;%
synth.lib_cells_used.distinct;79;
global_route_wire_length_before_repair;78200;um
seq_area_frac_synth;0;%
syn-cell-area;9890;um^2
==> stage by stage <==
stage	cells	hold slack, ps	worst slack, ps	utilization, %
after floorplan	1429	6340	4960	-
after global placement	1889	7350	3400	34.6
after detailed placement	1889	7350	3450	34.6
after CTS	1889	7350	3420	34.6
after global routing	1891	7380	3130	34.6
final	1892	7370	3340	34.6
==> area by class of cell <==
cell class	count	area, um^2	share of cell area (%)
diodes	3	7.51	0.0668
inverters	101	379	3.38
multi-input cells	1209	9040	80.5
well taps	442	553	4.92
repair buffers	137	1250	11.2
==> synth_stat cells (11+ instances only) <==
cell                       number  area, um^2
sky130_fd_sc_hd__nand2b_1      16         100
sky130_fd_sc_hd__a31oi_1       20         125
sky130_fd_sc_hd__and3_1        14        87.6
sky130_fd_sc_hd__a221o_1       11         110
sky130_fd_sc_hd__nor3_1        33         165
sky130_fd_sc_hd__mux2_2        28         315
sky130_fd_sc_hd__nor2_1       126         473
sky130_fd_sc_hd__o21bai_1      13        97.6
sky130_fd_sc_hd__mux2i_1       56         561
sky130_fd_sc_hd__a21oi_1      107         536
sky130_fd_sc_hd__o31ai_1       12        90.1
sky130_fd_sc_hd__a21o_1        13        97.6
sky130_fd_sc_hd__nand4_1       11        68.8
sky130_fd_sc_hd__mux4_2        48        1080
sky130_fd_sc_hd__nor4_1        18         113
sky130_fd_sc_hd__xnor2_1       12         105
sky130_fd_sc_hd__a22oi_1       28         210
sky130_fd_sc_hd__nand2_1      141         529
sky130_fd_sc_hd__nor2b_1       26         163
sky130_fd_sc_hd__ha_1         100        1250
sky130_fd_sc_hd__o211ai_1      34         255
sky130_fd_sc_hd__o21ai_0       91         455
sky130_fd_sc_hd__a211oi_1      22         165
sky130_fd_sc_hd__inv_1        100         375
sky130_fd_sc_hd__nand3_1       22         110
sky130_fd_sc_hd__o22ai_1       23         144
sky130_fd_sc_hd__buf_2         21         105
sky130_fd_sc_hd__clkbuf_1      84         315
sky130_fd_sc_hd__a221oi_1      17         149
==> path summary, 6_finish.rpt <==
kind,from,end,depth (start not counted)
setup / recovery,SrcA[0],Zero,13
hold / removal,ALUCtrl[0],ALURes[8],6
==> critical path, cell delays in order <==
cell and delay (ps):
sky130_fd_sc_hd__buf_4 440, sky130_fd_sc_hd__buf_4 740, sky130_fd_sc_hd__mux4_2 650, sky130_fd_sc_hd__mux2_2 290
sky130_fd_sc_hd__a21oi_1 280, sky130_fd_sc_hd__a32oi_1 210, sky130_fd_sc_hd__a2111oi_0 940, sky130_fd_sc_hd__nor4b_1 300
sky130_fd_sc_hd__nor2_1 90, sky130_fd_sc_hd__or4_1 530, sky130_fd_sc_hd__nor4_1 430, sky130_fd_sc_hd__nor4b_2 370
sky130_fd_sc_hd__clkdlybuf4s50_1 530
==> routing by layer <==
metal  vias to the layer above  routed length (um)
li1                       5488                   -
met1                      5834               22100
met2                       798               23100
met3                       129                5370
met4                         0                2800
met5                         -                   0
==> kinds of logic (layout without fill, tap and decap cells) <==
family | after synthesis | count (layout)
AOI/OAI and AO/OA | 508 | 508
xor gates and xnor gates | 15 | 15
adders and majority gates | 102 | 102
buffers and inverters | 220 | 238
muxes | 132 | 132
other | 0 | 3
and+or+nand+nor | 452 | 452
No activity file was given, so power comes from the tool's default toggle rates.
