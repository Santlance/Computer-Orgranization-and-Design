==> /design/flow/design.v <==
`timescale 1ns / 1ps
module ControlUnit(
    input [31:0] inst,
    output MemtoReg,
    output MemWrite,
    output Branch,
    output [3:0] BranchOp,
    output [3:0] ALUCtrl,
    output ALUASrc,
    output ALUSrc,
    output RegDst,
    output RegWrite,
    output Extend,
    output Jump,
    output Jump_R,
    output Link,
    output [2:0] DataType    
);
    wire [5:0] Op=inst[31:26];
    wire [4:0] Rt=inst[20:16];
    wire [5:0] Funct=inst[5:0];
    wire R_Type=(Op==0)?1:0;
    assign MemtoReg=(Op==6'b100011||Op==6'b100001||Op==6'b100101||Op==6'b100000||Op==6'b100100||Op==6'b100010||Op==6'b100110)?1:0;
    assign MemWrite=(Op==6'b101011||Op==6'b101001||Op==6'b101000||Op==6'b101010||Op==6'b101110)?1:0;
    assign Branch=(Op==6'b000100 ||
                   Op==6'b000101 ||
                   Op==6'b000111 ||
                   Op==6'b000110 ||
                   Op==6'b000001)?1:0;
    assign BranchOp=(Op==6'b000100)?4'b0000:
                    (Op==6'b000101)?4'b0001:
                    (Op==6'b000111)?4'b0010:
                    (Op==6'b000110)?4'b0011:
                    (Op==6'b000001 && Rt==5'b00001)?4'b0100:
                    (Op==6'b000001 && Rt==5'b00000)?4'b0101:4'bxxxx;
    assign ALUCtrl=(
        (R_Type && Funct==6'b100001)||Op==6'b001001||Op==6'b100011||Op==6'b101011||Op==6'b100001||Op==6'b100101||Op==6'b101001||Op==6'b100000||Op==6'b100100||Op==6'b101000||Op==6'b100010||Op==6'b100110||Op==6'b101010||Op==6'b101110
        )?4'b0000:
        (R_Type && Funct==6'b100011)?4'b0001:
        (Op==6'b001111)?4'b1001:
        (Op==6'b001100||(R_Type && Funct==6'b100100))?4'b0010:
        (Op==6'b001101||(R_Type && Funct==6'b100101))?4'b0011:
        (Op==6'b001110||(R_Type && Funct==6'b100110))?4'b0100:
        ((R_Type && Funct==6'b000000)||(R_Type && Funct==6'b000100))?4'b0110:
        ((R_Type && Funct==6'b000011)||(R_Type && Funct==6'b000111))?4'b0111:
        ((R_Type && Funct==6'b000010)||(R_Type && Funct==6'b000110))?4'b1000:
        (Op==6'b001010||(R_Type && Funct==6'b101010))?4'b1010:
        (Op==6'b001011||(R_Type && Funct==6'b101011))?4'b1011:4'bxxxx;
    assign ALUASrc=((R_Type && Funct==6'b000000)||(R_Type && Funct==6'b000011)||(R_Type && Funct==6'b000010))?1:0;
    assign ALUSrc=(
        Op==6'b001111 || Op==6'b100011 || Op==6'b101011 || Op==6'b100001 || Op==6'b100101 || Op==6'b101001 || Op==6'b100000 || Op==6'b100100 || Op==6'b101000 || Op==6'b001101 || Op==6'b001100 || Op==6'b001001 || Op==6'b001110 || Op==6'b001010 || Op==6'b001011||
        Op==6'b100010||Op==6'b100110||Op==6'b101010||Op==6'b101110
        )?1:0;
    assign RegDst=R_Type;
    assign RegWrite=(
        (R_Type && Funct==6'b100001)||(R_Type && Funct==6'b000000)||(R_Type && Funct==6'b000100)||
        (R_Type && Funct==6'b000010)||(R_Type && Funct==6'b000110)||(R_Type && Funct==6'b100011)||
        (R_Type && Funct==6'b000011)||(R_Type && Funct==6'b000111)||(R_Type && Funct==6'b001001)||
        (R_Type && Funct==6'b100100)||(R_Type && Funct==6'b100101)||(R_Type && Funct==6'b100110)||
        (R_Type && Funct==6'b101010)||(R_Type && Funct==6'b101011)||
        Op==6'b100011||Op==6'b000011||Op==6'b001111||Op==6'b001100||Op==6'b001101||Op==6'b100001||Op==6'b100101||Op==6'b101001||Op==6'b100000||Op==6'b100100||Op==6'b101000||Op==6'b001001||Op==6'b001110||Op==6'b001010||Op==6'b001011||
        Op==6'b100010||Op==6'b100110
        )?1:0;
    assign Extend=(Op==6'b100011||Op==6'b101011||Op==6'b000100||Op==6'b100001||Op==6'b100101||Op==6'b101001||Op==6'b100000||Op==6'b100100||Op==6'b101000||
        Op==6'b001001||Op==6'b001010||Op==6'b001011||Op==6'b000101||Op==6'b000111||Op==6'b000110||(Op==6'b000001 && Rt==5'b00001)||
        (Op==6'b000001 && Rt==5'b00000)||Op==6'b100010||Op==6'b100110||Op==6'b101010||Op==6'b101110
    )?1:0;
    assign Jump=(Op==6'b000011||Op==6'b000010)?1:0;
    assign Jump_R=((R_Type && Funct==6'b001000)||(R_Type && Funct==6'b001001))?1:0;
    assign Link=(Op==6'b000011||(R_Type && Funct==6'b001001))?1:0;
    assign DataType=(Op==6'b100011 || Op==6'b101011)?3'b000:
                    (Op==6'b100101||Op==6'b101001)?3'b010:
                    (Op==6'b100001)?3'b011:
                    (Op==6'b100100 || Op==6'b101000)?3'b100:
                    (Op==6'b100000)?3'b101:
                    (Op==6'b100010||Op==6'b101010)?3'b110:
                    (Op==6'b100110||Op==6'b101110)?3'b111:3'bxxx;
endmodule  
==> /design/flow/run.sh <==
#!/bin/bash
# OpenROAD 26Q1-2900-gdf79404cd8, Yosys 0.63+post, stock flow scripts
make -C /OpenROAD-flow-scripts/flow DESIGN_CONFIG=/design/flow/config.mk WORK_HOME=/design/flow/orfs finish
==> /design/flow/config.mk <==
export PLATFORM = sky130hd
export DESIGN_NAME = ControlUnit
export DESIGN_NICKNAME = ControlUnit
export VERILOG_FILES = /design/flow/design.v
export SDC_FILE = /design/flow/constraint.sdc
export NUM_CORES = 4
export LEC_CHECK = 1
export CORE_AREA = 10 10 86 86
export DIE_AREA = 0 0 96 96
==> /design/flow/constraint.sdc <==
current_design ControlUnit

set clk_period 2.8
set clk_io_pct 0.2

create_clock -name clk0 -period $clk_period

set non_clock_inputs [all_inputs -no_clocks]
set_input_delay [expr $clk_period * $clk_io_pct] -clock clk0 $non_clock_inputs
set_output_delay [expr $clk_period * $clk_io_pct] -clock clk0 [all_outputs]
==> impl_metrics.ini <==
; physical design summary
[placement]
gp_congestion = 0.808
dp_hpwl_um = 2540
placed_area_sq_mm = 0.00144
io_buffers = 38

[floorplan]
rows = 27
fp_util = 0.138
dieArea_sq_mm = 0.00922
io_pins = 54
die_y_um = 96
die_w_um = 96
core_area_sq_mm = 0.00554

[worst_setup_path]
max_stage_delay_ps = 470
start_kind = primary input
worstPathRequired_ps = 2240
crit_type = in2out
critPathSlowestCell = clkdlybuf4s50_1
crit_chain = buf_2 > or3b_4 > o41ai_2 > and2_4 > buf_4 > clkdlybuf4s50_1
end_kind = primary output
path_max_fanout = 5
worstPathArrival_ps = 2170
crit_path_end = Link
cp-startpoint = inst[5]

[synthesis]
postSynthSeqShare = 0
ys_cells = 116
ys_types = 48
synth.avg_cell_area_sq_um = 6.60
yosys-stat-area_sq_um = 766
synth_area_sq_um = 766
synthCells = 116
synth.yosys.warnings = 0

[final_timing]
max_freq_mhz = 366
setup_viol = 0
whs_ps = 1660
finalHoldViolCount = 0
slew_viol_final = 0
fin_crit_sh = 0.975
fin_crit_ps = 2730

[drt]
wl_per_cell_um = 12.3
antenna_cells = 0
dr.first_iter.drc_count = 44
routed_wirelength_um = 3200
vias = 1107
viasPerCell = 4.27
drc_errors = 0
drtPass1Iterations = 4
antenna_left = 0

[finish]
design.seq.count = 0
area_growth_pct = 106
layout.area.comb_sq_um = 769
drive_gt1_frac = 0.417
fillerInstances = 617
nClkBuffers = 0
seq_area_sq_um = 0
postLayoutCellArea_sq_mm = 0.00158

[grt]
antenna_found_initial = 0
grt_use_total = 0.0670
grt_pass1_vias = 1060
grt_pass1_wl_um = 5150
overflow = 0
grt_max_degree = 18

[power]
ir_drop_uv = 44.6
powerDensity_mw_per_mm2 = 115
p_leak_nw = 0.665
power_w = 0.000182

[run_status]
status = finished clean

[worst_hold_path]
hp-class = in2out

[job]
warnings = 48
maxCapViolCount = 0

[cts]
hold_buffers = 0
cells in the final DEF (no fill, tap or decap), types with 3 or more instances in the layout:
master,instances
buf_4,45
clkdlybuf4s50_1,21
nand3_1,8
nand2_1,7
nor2_1,7
dlygate4sd2_1,7
o21ai_0,6
nand4b_1,6
a21oi_1,6
nand2b_1,5
nor2b_1,4
nor3_1,4
nor4_2,4
o21ai_1,3
and3b_1,3
buf_2,3
clkbuf_2,3
buf_6,3
worst min path at each step:
stage         startpoint  endpoint  depth (start not counted)
CTS              inst[4]    Jump_R                          3
global route     inst[1]    Jump_R                          4
finish           inst[1]    Jump_R                          4
kinds of logic (layout without fill, tap and decap cells):
logic type	Yosys count	after routing	synth area share
compound gates	30	30	0.279
xor+xnor	2	2	0.0229
buf+inv	17	88	0.126
mux	1	1	0.0131
other cells	1	1	0.00490
simple gates	65	65	0.554
worst max-delay path, delay by kind of cell:
family	cells	cell delay (ps)
AOI/OAI and AO/OA	1	330
and+or+nand+nor	2	590
buffers and inverters	3	690
power breakdown:
group          leakage [nW]  switching, W  internal, W
Sequential                0             0            0
Clock                     0             0            0
Combinational         0.665     0.0000796     0.000103
Total                 0.665     0.0000796     0.000103
synth_stat cells (2+ instances only):
cell      number  area [sq um]
buf_4          2          15.0
nor2b_1        4          25.0
nor4_2         3          37.5
nand3_1        8          40.0
or3_1          2          12.5
nor3_1         4          20.0
a21oi_1        7          35.0
nor2_1         8          30.0
buf_2          8          40.0
nor4bb_1       2          20.0
nand2b_1       5          31.3
o21ai_1        2          10.0
nand4b_1       6          52.6
and3b_1        3          26.3
nand2_1        7          26.3
buf_6          2          22.5
xor2_1         2          17.5
nor4_1         3          18.8
o21ai_0        8          40.0
inv_1          2          7.51
per-stage QoR:
stage / setup slack, ps / util / TNS (ps) / instances
2_1_floorplan: 774 / - / 0 / 116
6_report: 69.7 / 0.285 / 0 / 259
3_5_place_dp: -447 / 0.261 / -3710 / 251
3_3_place_gp: -441 / 0.261 / -3980 / 251
5_1_grt: -0.978 / 0.285 / -0.978 / 259
4_1_cts: -29.1 / 0.279 / -29.1 / 254
final cells by class:
| type | instances | share of cell area |
|---|---|---|
| Inverter | 3 | 0.00713 |
| Timing Repair Buffer | 85 | 0.448 |
| Multi-Input combinational cell | 99 | 0.487 |
| Tap cell | 72 | 0.0571 |
metal layers:
metal	up-vias	global-route usage	wire, um
met5	-	0	0
met4	0	0	0
met3	0	0.0110	251
met2	35	0.104	1370
met1	493	0.100	1570
li1	579	-	-
timing repair:
item | CTS | global route
buffers inserted | 3 | 5
setup endpoints to repair | 18 | 6
resized | 40 | 22
endpoints found under the hold margin | 0 | 0
pin swaps | 9 | 9
No activity file was given, so power comes from the tool's default toggle rates.
