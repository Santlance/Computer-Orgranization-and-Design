<file path="design/flow/config.mk">
export PLATFORM = sky130hd
export DESIGN_NAME = ext
export DESIGN_NICKNAME = ext
export VERILOG_FILES = /design/flow/design.v
export SDC_FILE = /design/flow/constraint.sdc
export NUM_CORES = 4
export LEC_CHECK = 1
export CORE_AREA = 10 10 73 73
export DIE_AREA = 0 0 83 83
</file>
<file path="design/flow/constraint.sdc">
current_design ext

set clk_period 2.1
set clk_io_pct 0.2

create_clock -name clk0 -period $clk_period

set non_clock_inputs [all_inputs -no_clocks]
set_input_delay [expr $clk_period * $clk_io_pct] -clock clk0 $non_clock_inputs
set_output_delay [expr $clk_period * $clk_io_pct] -clock clk0 [all_outputs]
</file>
<file path="design/flow/design.v">
`timescale 1ns / 1ps
module ext(
    input[15:0] imm,
    input[1:0] EOp,
    output reg[31:0] ext
    );
    parameter [15:0]zero = 0;
    parameter [15:0]one  = 16'b1111111111111111 ;
    always @(*) 
    begin
        case (EOp)
          0: ext=(imm[15]==1)?{one,imm}:{zero,imm};
          1: ext={zero,imm};
          2: ext={imm,zero};
          3: ext=(imm[15]==1)?{one,imm}<<2:{zero,imm}<<2;
          default: ext=0;
        endcase  
    end
endmodule
</file>
<file path="design/flow/run.sh">
#!/bin/bash
# OpenROAD 26Q1-2900-gdf79404cd8, Yosys 0.63+post, stock flow scripts
make -C /OpenROAD-flow-scripts/flow DESIGN_CONFIG=/design/flow/config.mk WORK_HOME=/design/flow/orfs finish
</file>
==> impl_metrics.env <==
# source this file to load flow results
export IMPL_warnings=32
export IMPL_place_worst_setup_slack_ns=-0.361
export IMPL_sequentialPowerShare_pct=0
export IMPL_detail_route_wirelength_mm=2.53
export IMPL_postSynthCellCount=60
export IMPL_drt_iter0_drc=9
export IMPL_first_pass_iters=4
export IMPL_area_overhead_vs_synth_pct=124
export IMPL_power_switching_share_pct=33.1
export IMPL_worst_hold_class="input pin to output port"
export IMPL_antenna_cells=0
export IMPL_post_place_cells=158
export IMPL_tally_of_clock_buffers_in_the_finished_layout=0
export IMPL_vias_per_instance=4.39
export IMPL_clock_fmax_mhz=492
export IMPL_min_path_cells=4
export IMPL_flop_area_sq_um=0
export IMPL_slew_headroom_pct=88.1
export IMPL_num_fill_cells=397
export IMPL_layoutNonFillerInstCount=160
export IMPL_layout_cells_most_common_list="36 x clkdlybuf4s50_1, 15 x mux2i_1, 11 x a22o_1, 11 x dlymetal6s2s_1, 8 x o21ai_1"
export IMPL_grt_pass1_wl_mm=3.86
export IMPL_grt_usage_pct=6.39
export IMPL_timing_max_transition_violations_final=0
export IMPL_grt_setup_unrepaired="no"
export IMPL_cell_internal_pwr_mw=0.164
export IMPL_routed_via_count=703
export IMPL_grt_max_degree=15
export IMPL_num_rows=22
export IMPL_drc=0
export IMPL_status="finished, final reports clean"
export IMPL_synth_warning_count=1
export IMPL_cp_start_kind="input pin"
export IMPL_drtAntennaViolNets=0
export IMPL_grt_pass1_vias=700
export IMPL_io_pin_count=50
export IMPL_post_synth_top_area_fraction_pct=29.3
export IMPL_path_max_fanout=3
export IMPL_core_sq_um=3740
export IMPL_cp_data_required_time_ns=1.68
export IMPL_cp_data_arrival_time_ns=1.61
export IMPL_p_clk_share_pct=0
export IMPL_comb_power_share_pct=100.0
export IMPL_hold_viol_final=0
export IMPL_n_sequential_cell=0
export IMPL_floorplan_stage_core_utilization_pct=13.7
export IMPL_die_height_um=83
export IMPL_leakage_nw=0.567
export IMPL_yosysCellCount=60
export IMPL_yosys_stat_seqShare_pct=0
export IMPL_report_final_setup_viol=0
export IMPL_final_critical_path_setup_slack_ns=0.0660
export IMPL_route_detailed_wl_per_inst_um=15.8
export IMPL_min_period_over_period_pct=96.9
export IMPL_die_width_um=83
export IMPL_io_buffer_count=50
export IMPL_globalplace_congestion=0.772
export IMPL_p_sw_mw=0.0813
export IMPL_post_synthesis_instance_area_sq_um=512
export IMPL_antenna_found_initial=0
export IMPL_tightest_slew_ns=0.173
export IMPL_area_leaders="mux2i_1 29%, a22o_1 19%, o21ai_0 7.8%"
export IMPL_ir_worst_vdd_mv=0.0936
export IMPL_kind_of_capture_point_of_the_worst_setup_path="output port"
export IMPL_synth_largest_area_cell="mux2i_1"
export IMPL_synthDistinctLibCells=18
export IMPL_syn_mean_instance_area_sq_um=8.53
export IMPL_drv_cap=0
export IMPL_grt_remaining_overflow=0
export IMPL_layout_drive_gt1_share_pct=23.2
export IMPL_crit_type="input pin to output port"
export IMPL_setup_tns_final_ns=0
export IMPL_dpl_hpwl_mm=1.84
export IMPL_pwr_density_nw_per_um2=214
export IMPL_lay_top_count="clkdlybuf4s50_1"
export IMPL_layout_min_cycle_time_ns=2.03
export IMPL_ys_chip_area_sq_um=512
export IMPL_die_area_sq_um=6890
[synthesized netlist by cell type]
cell	n
nand3_1	1
mux2i_1	15
and2_4	1
a22o_1	11
clkbuf_8	1
o21ai_1	6
nand3_4	1
buf_12	1
and2b_2	2
inv_1	1
a22o_2	3
clkdlybuf4s15_2	1
a21boi_0	1
buf_6	3
o21ai_2	1
o21ai_0	8
buf_2	2
clkbuf_4	1
[path summary, 6_finish.rpt]
check / from / to
max: imm[4] / ext[20]
min: EOp[1] / ext[27]
[critical path, cell delays in order]
cell and delay (ns):
clkdlybuf4s50_1 0.51, mux2i_1 0.09, o21ai_1 0.12, clkdlybuf4s50_1 0.47
[per-layer routing]
| layer | vias to the layer above | track usage, % | wire [um] |
|---|---|---|---|
| li1 | 342 | - | - |
| met1 | 323 | 9.79 | 1340 |
| met2 | 38 | 8.73 | 960 |
| met3 | 0 | 2.17 | 231 |
| met4 | 0 | 0 | 0 |
| met5 | - | 0 | 0 |
[power groups by stage]
stage | sequential, mW | clock, mW | combinational (mW)
after CTS | 0 | 0 | 0.247
after global routing | 0 | 0 | 0.268
final | 0 | 0 | 0.246
[timing repair]
item	4_1_cts	5_1_grt
gates cloned	2	0
pin swaps	1	0
endpoints found under the setup margin	32	20
gates resized	14	24
hold buffers	0	0
buffers inserted	0	0
[kinds of logic after synthesis]
| kind of cell | count (synthesis) | synth area share [%] |
|---|---|---|
| AND-OR/OR-AND | 30 | 41.6 |
| buffers and inverters | 10 | 19.6 |
| multiplexers | 15 | 29.3 |
| AND/OR/NAND/NOR | 5 | 9.54 |
[area by class of cell]
type / count / area [sq um] / area share (%)
multi-input cells: 51 / 444 / 38.8
well taps: 48 / 60.1 / 5.25
inverters: 1 / 3.75 / 0.328
repair buffers: 60 / 637 / 55.6
[per-stage QoR]
stage,util (%),hold WS (ns),area [sq um],power [mW]
2_1_floorplan,-,0.911,512,0.0814
6_report,30.6,1.36,1140,0.246
4_1_cts,29.7,1.65,1110,0.247
5_1_grt,30.6,1.41,1140,0.268
3_5_place_dp,28.2,1.87,1060,0.232
3_3_place_gp,28.2,1.88,1060,0.233
No activity file was given, so power comes from the tool's default toggle rates.
